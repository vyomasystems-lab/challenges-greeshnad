[flow/config.mk]
export PLATFORM = sky130hd
export DESIGN_NAME = Universal_shift_reg
export DESIGN_NICKNAME = Universal_shift_reg
export VERILOG_FILES = /design/flow/design.v
export SDC_FILE = /design/flow/constraint.sdc
export NUM_CORES = 4
export LEC_CHECK = 1
export CORE_AREA = 10 10 70 70
export DIE_AREA = 0 0 80 80
[flow/constraint.sdc]
current_design Universal_shift_reg

set clk_period 1.0
set clk_io_pct 0.2

create_clock -name clk0 -period $clk_period [get_ports {clk}]

set non_clock_inputs [all_inputs -no_clocks]
set_input_delay [expr $clk_period * $clk_io_pct] -clock clk0 $non_clock_inputs
set_output_delay [expr $clk_period * $clk_io_pct] -clock clk0 [all_outputs]
[flow/design.v]
`timescale 1ns / 1ps
module Universal_shift_reg(O , clk , clear, right, left , S , I);
input clk , clear ,right,left;
input [2 : 0] S ; 
input [3 : 0] I; 
output [3 : 0] O;
wire [3 : 0] D_temp;
Mux_4_to_1 inst1(D_temp[0] , S , O[0] , left , O[1] , I[0] );
Mux_4_to_1 inst2(D_temp[1] , S , O[1] , O[0] , O[2] , I[1] );
Mux_4_to_1 inst3(D_temp[2] , S , O[2] , O[1] , O[3] , I[3] );
Mux_4_to_1 inst4(D_temp[3] , S , O[3] , O[2] , 1'b0 ,I[3] );
D_FlipFlop D_inst1(O[0] , D_temp[0] , clk , clear);
D_FlipFlop D_inst2(O[1] , D_temp[1] , clk , clear);
D_FlipFlop D_inst3(O[2] , D_temp[2] , clk , clear);
D_FlipFlop D_inst4(O[3] , D_temp[3] , clk , clear);
endmodule
`timescale 1ns / 1ps
module Mux_4_to_1(Mux_Out , S , in0 , in1 , in2 , in3);
output reg Mux_Out;
input [2:0] S;
input in0 , in1 , in2 , in3 ;
always@(*)
begin
	case(S)
		2'b00 : Mux_Out = in0;
		2'b01 : Mux_Out = in1;
		2'b10 : Mux_Out = in2;
		2'b11 : Mux_Out = in3;
	endcase
end
endmodule
`timescale 1ns / 1ps
module D_FlipFlop(O , D , clk , clear);
input D , clk , clear;
output reg O;
always@(posedge clk)
begin
	if(clear == 1'b1)
		O <= 1'b0;
	else
		O <= D;
end
endmodule
[flow/run.sh]
#!/bin/bash
# OpenROAD 26Q1-2900-gdf79404cd8, Yosys 0.63+post, stock flow scripts
make -C /OpenROAD-flow-scripts/flow DESIGN_CONFIG=/design/flow/config.mk WORK_HOME=/design/flow/orfs finish
==> impl_metrics.csv <==
group,metric,value,unit
cells_and_area,comb_area,150,sq um
final_timing,untimed_endpoints,4,
global_routing,grt_pass1_wl,1330,um
power_and_ir_drop,p_per_area,918,nW/um^2
worst_setup_path,max_stage_delay,0.30,ns
worst_setup_path,path_class,"reg2out",
power_and_ir_drop,vdd_drop_max,0.000147,V
final_timing,setup_viol,0,
clock_network,cts_setup_buffers,0,
global_routing,grt_max_degree,10,
drt,remaining_drc_errors,0,
worst_setup_path,path_cells,"dlygate4sd2_1",
synthesis,ys_area,350,sq um
drt,wire_per_inst,8.33,um
final_timing,finalClockPeriodUsage,96.7,%
synthesis,syn_area,350,sq um
die,initial_core_util,10.3,%
synthesis,synth_cell_types,14,
final_timing,tightest_slew,0.297,ns
die,chip_area,6400,sq um
final_timing,rsz0062_at_grt,"false",
die,io_pins,15,
synthesis,netlist_instances,37,
final_timing,finalSetupTns,0,ns
global_routing,grtUsageTotal,2.64,%
clock_network,cts.clk_slew.worst_paths,0.03,ns
hold_path,hp-class,"in2reg",
clock_network,cts_max_level,1,
final_timing,setup_ws,0.0330,ns
cells_and_area,syn_to_final_growth,51.1,%
final_timing,unclocked_regs,4,
drt,antenna-diode-count,0,
run_status,status,"complete, no violations",
power_and_ir_drop,p_leak,0.223,nW
clock_network,cts.path.max_buffers,2,
drt,num_vias,266,
drt,viasPerCell,2.80,
drt,firstDrtPassIters,2,
drt,drt_wl_total,791,um
hold_path,min_from,"clear",
clock_network,cts_inserted_buffers,3,
drt,antenna_left,0,
die,core,3420,sq um
final_timing,relSlewSlack,80.2,%
final_timing,holdWs,0.610,ns
clock_network,root_buffer,"clkbuf_4",
cells_and_area,ff_latch_area,145,sq um
die,rows,21,
die,die_y,80,um
placed_design,dp_hpwl,640,um
cells_and_area,final_common_cell,"clkdlybuf4s50_1",
synthesis,syn_avg_cell_area,9.47,sq um
worst_setup_path,startpoint,"D_inst4.O",
synthesis,synth_warnings,2,
die,fp.dieW,80,um
cells_and_area,drive_above_1_share,24.5,%
worst_setup_path,cp_max_fo,2,
final_timing,slew_violations,0,
final_timing,period_minus_slack,0.967,ns
synthesis,synth_stat.cells,37,
run,drv_cap,0,
synthesis,ys_seq_elements,8,
worst_setup_path,endpoint_kind,"output pin",
global_routing,antenna_found_initial,0,
worst_setup_path,critPathTopFamily,"flip-flops",
final_timing,finalHoldViolCount,0,
worst_setup_path,critPathBufInv,1,
worst_setup_path,cp-start-kind,"flop",
clock_network,cts_tree,"done",
cells_and_area,fillers,391,
global_routing,grt_pass1_vias,307,
placed_design,pre_cts_ws,-0.00674,ns
global_routing,overflow,0,
worst_setup_path,worst_path_max_delay_cell,"dfxtp_2",
placed_design,gp_congestion,0.765,
worst_setup_path,cp.arrival,0.77,ns
final_timing,fmax,1030,MHz
drt,drt_iter0_markers,10,
worst_setup_path,worstPathRequired,0.80,ns
placed_design,io_buffers,12,
run,openroad.warnings,27,
## worst paths after layout
path | endpoint | slack [ns] | cells after the start
setup / recovery | O[3] | 0.03 | 1
hold / removal | D_inst1.O | 0.61 | 2
## cell type report
type | count | share of cell area [%]
multi-input cells | 20 | 28.4
repair buffers | 16 | 27.7
flip-flops and latches | 8 | 27.4
well taps | 46 | 10.9
clock buffers | 3 | 4.26
inverters | 2 | 1.42
## layer usage
metal | global-route usage (%) | vias to the layer above | wire [um] | part of all wire (%)
li1 | - | 146 | - | -
met1 | 3.00 | 112 | 363 | 46
met2 | 3.85 | 8 | 323 | 41
met3 | 1.93 | 0 | 104 | 13
met4 | 0.704 | 0 | 0 | 0
met5 | 0 | - | 0 | 0
## cells in the mapped netlist
library cell	number	share of area (%)
buf_6	1	3.2
nor2_1	2	2.1
nor3b_1	2	4.3
buf_4	5	11
mux2i_1	4	11
dfxtp_1	4	23
a21oi_1	3	4.3
o22a_1	3	7.5
nor3b_2	1	3.6
nor2b_1	4	7.1
clkbuf_1	1	1.1
o32ai_1	1	2.5
dlxtn_1	4	17
inv_1	2	2.1
## state kept, by name (all words and copies together), names as in the netlist
signal	cells
inst2.Mux_Out	1
D_inst4.O	1
D_inst1.O	1
inst3.Mux_Out	1
D_inst3.O	1
inst4.Mux_Out	1
inst1.Mux_Out	1
D_inst2.O	1
## logic make-up (layout without fill, tap and decap cells)
kind of cell / after synthesis / in the layout / share of synthesized area [%]
simple gates: 9 / 9 / 17.1
buf+inv: 9 / 21 / 17.1
compound gates: 7 / 7 / 14.3
mux: 4 / 4 / 11.4
flops: 4 / 4 / 22.9
latches: 4 / 4 / 17.1
## report_power, final
part,switching (W),internal (W),leakage (nW)
Combinational,0.0000394,0.0000689,0.143
Clock,0.0000558,0.000133,0.0138
Sequential,0.00000497,0.000183,0.0662
## per-stage QoR
step / power (W) / cell area, sq um / std cells / utilization [%]
global route: 0.000522 / 529 / 95 / 15.5
global placement: 0.000301 / 505 / 92 / 14.8
finish: 0.000486 / 529 / 95 / 15.5
CTS: 0.000498 / 528 / 95 / 15.5
detailed placement: 0.000301 / 505 / 92 / 14.8
floorplan: 0.000252 / 350 / 37 / -
## repair_timing
| item | 4_1_cts | 5_1_grt |
|---|---|---|
| setup endpoints to repair | 4 | 1 |
| hold buffers | 0 | 0 |
| pin swaps | 0 | 0 |
| resized | 8 | 1 |
Power and IR drop assume default switching activity.
