==> design/flow/design.v <==
module mux_bug(sel,inp0, inp1, inp2, inp3, inp4, inp5, inp6, inp7, inp8, 
           inp9, inp10, inp11, inp12, inp13, inp14, inp15, inp16, inp17,
           inp18, inp19, inp20, inp21, inp22, inp23, inp24, inp25, inp26,
           inp27, inp28, inp29, inp30, out);
  input [4:0] sel;
  input [1:0] inp0, inp1, inp2, inp3, inp4, inp5, inp6,
            inp7, inp8, inp9, inp10, inp11, inp12, inp13, 
            inp14, inp15, inp16, inp17, inp18, inp19, inp20,
            inp21, inp22, inp23, inp24, inp25, inp26,
            inp27, inp28, inp29, inp30;
  output [1:0] out;
  reg [1:0] out;
  always @(sel or inp0  or inp1 or  inp2 or inp3 or inp4 or inp5 or inp6 or
            inp7 or inp8 or inp9 or inp10 or inp11 or inp12 or inp13 or 
            inp14 or inp15 or inp16 or inp17 or inp18 or inp19 or inp20 or
            inp21 or inp22 or inp23 or inp24 or inp25 or inp26 or inp27 or 
            inp28 or inp29 or inp30 )
  begin
    case(sel)
      5'b00000: out = inp0;  
      5'b00001: out = inp1;  
      5'b00010: out = inp2;  
      5'b00011: out = inp3;  
      5'b00100: out = inp4;  
      5'b00101: out = inp5;  
      5'b00110: out = inp6;  
      5'b00111: out = inp7;  
      5'b01000: out = inp8;  
      5'b01001: out = inp9;  
      5'b01010: out = inp10;
      5'b01011: out = inp11;
      5'b01101: out = inp12;
      5'b01101: out = inp13;
      5'b01110: out = inp14;
      5'b01111: out = inp15;
      5'b10000: out = inp16;
      5'b10001: out = inp17;
      5'b10010: out = inp18;
      5'b10011: out = inp19;
      5'b10100: out = inp20;
      5'b10101: out = inp21;
      5'b10110: out = inp22;
      5'b10111: out = inp23;
      5'b11000: out = inp24;
      5'b11001: out = inp25;
      5'b11010: out = inp26;
      5'b11011: out = inp27;
      5'b11100: out = inp28;
      5'b11101: out = inp29;
      default: out = 0;
    endcase
  end
endmodule 
==> design/flow/run.sh <==
#!/bin/bash
# OpenROAD 26Q1-2900-gdf79404cd8, Yosys 0.63+post, stock flow scripts
make -C /OpenROAD-flow-scripts/flow DESIGN_CONFIG=/design/flow/config.mk WORK_HOME=/design/flow/orfs finish
==> design/flow/config.mk <==
export PLATFORM = sky130hd
export DESIGN_NAME = mux_bug
export DESIGN_NICKNAME = mux_bug
export VERILOG_FILES = /design/flow/design.v
export SDC_FILE = /design/flow/constraint.sdc
export NUM_CORES = 4
export LEC_CHECK = 1
export CORE_AREA = 10 10 70 70
export DIE_AREA = 0 0 80 80
==> design/flow/constraint.sdc <==
current_design mux_bug

set clk_period 3.2
set clk_io_pct 0.2

create_clock -name clk0 -period $clk_period

set non_clock_inputs [all_inputs -no_clocks]
set_input_delay [expr $clk_period * $clk_io_pct] -clock clk0 $non_clock_inputs
set_output_delay [expr $clk_period * $clk_io_pct] -clock clk0 [all_outputs]
==> results_dict.tcl <==
# implementation run metrics
set metrics [dict create \
    outcome "finished, final reports clean" \
    crit_arrival_ns 2.35 \
    flop_area_um2 0 \
    slew_headroom_pct 76.2 \
    hold_path.class "input port to output pin" \
    grt_max_degree 14 \
    drc 0 \
    ys_warn_count 1 \
    coreArea_um2 3420 \
    wl_met2_um 1690 \
    areaGrowthSynthToFinish_pct 130 \
    grt_pass1_vias 1151 \
    yosys_area_um2 678 \
    end_kind "output pin" \
    port_buffers 65 \
    p_leak_nw 0.632 \
    post-cts-setup-buffers 0 \
    num-fill-cells 351 \
    hold_end "out[1]" \
    overflow 0 \
    top_area_cell "mux2_2" \
    layout-drive-gt1-share_pct 23.7 \
    p_per_area_nw_per_um2 116 \
    ys_cells 95 \
    total_power_mw 0.181 \
    design_area_um2 1560 \
    tns_ns 0 \
    wl_per_cell_um 15.1 \
    final_util_pct 45.8 \
    rsz0062_at_grt "no" \
    warnings 37 \
    synthDistinctLibCells 37 \
    synth_dominant_cell_count "nand3_1" \
    drt-met1-wl_um 1490 \
    cp_data_required_time_ns 2.56 \
    postCtsHoldBufs 0 \
    ir_worst_vdd_v 0.0000440 \
    ys_seq_share_pct 0 \
    critPathKind "input port to output pin" \
    vias 1051 \
    synth_top_area_share_pct 11.6 \
    viasPerCell 4.71 \
    maxCapViolCount 0 \
    syn_area_um2 678 \
    route.met3.wl_um 189 \
    fmaxAchievable_ghz 0.335 \
    dp_hpwl_um 2960 \
    ios 69 \
    synthTopCellsByArea "mux2_2 (12%), nand3_1 (9.6%), mux2i_1 (8.9%)" \
    ys_top_cells_by_count "nand3_1 (13), mux2_2 (7), mux2i_1 (6), nand4_1 (6)" \
    place_area_um2 1530 \
    die_w_um 80 \
    holdWs_ns 2.09 \
    ant_nets 0 \
    crit_path_start_kind "input port" \
    tightest_slew_ns 0.348 \
    fin_crit_ns 2.99 \
    firstDrtPassIters 5 \
    place_congestion 0.818 \
    critPathMaxFanout 1 \
    period_used_pct 93.3 \
    die.size.y_um 80 \
    track_usage_pct 10.2 \
    nFlopsAndLatches 0 \
    min_from "sel[3]" \
    num_rows 21 \
    grt_first_pass_wirelength_um 5470 \
    finalSetupViolations 0 \
    fp-utilization_pct 19.9 \
    antenna_found_initial 0 \
    netlist_instances 95 \
    syn_avg_cell_area_um2 7.14 \
    first_iter_violations 30 \
    final_max_slew_viol_count 0 \
    totalWireLength_um 3370 \
    min_path_cells 5 \
    final_hold_viol_count 0 \
    clock_buffers 0 \
    logic_area_um2 627 \
    top_layer_used "met3" \
    dieArea_um2 6400 \
    antenna_cells 0 \
]
[metal layers]
metal  up-vias  global-route usage [%]
li1        547                       -
met1       473                    13.5
met2        31                    17.9
met3         0                    1.82
met4         0                       0
met5         -                       0
[worst max-delay path, stage by stage]
cell	delay [ns]
clkdlybuf4s50_1	0.41
mux2_4	0.27
a22oi_1	0.17
or3_1	0.13
o2111ai_1	0.11
or4_1	0.47
dlymetal6s2s_1	0.15
[report_power, final]
part	internal (mW)	leakage [nW]	switching, mW
Clock	0	0	0
Sequential	0	0	0
Combinational	0.125	0.632	0.0568
Total	0.125	0.632	0.0568
[layout by cell type, fill, tap and decap left out, types with 2 or more instances in the layout]
master           instances
nand3b_1                 3
nor2_1                   2
a31oi_1                  5
mux2i_1                  6
buf_4                   25
dlygate4sd2_1            5
inv_1                    2
buf_6                    3
mux4_2                   2
nand3_1                 13
nand4_1                  6
dlymetal6s2s_1           2
nor3b_1                  2
nor3_1                   4
or3_1                    2
a21oi_1                  3
nor2b_1                  4
a22o_1                   2
mux2_2                   7
o21ai_0                  2
a22oi_1                  2
clkdlybuf4s50_1         58
[metrics by stage]
stage | setup slack [ns] | std cells
3_3_place_gp | -0.332 | 222
3_5_place_dp | -0.357 | 222
4_1_cts | -0.160 | 222
5_1_grt | 0.112 | 223
2_1_floorplan | 0.716 | 95
6_report | 0.214 | 223
[repair_timing]
item	4_1_cts	5_1_grt
endpoints found under the setup margin	2	1
pin swaps	0	2
gates resized	10	4
gates cloned	0	1
[cell type report]
class                      count  share of cell area, %
timing repair buffer          93                   55.7
multi-input combinational     82                   40.1
inverter                       2                  0.480
tap                           46                   3.68
[logic make-up after synthesis]
| logic type | synth area share, % |
|---|---|
| and+or+nand+nor | 40.2 |
| muxes | 29.3 |
| buffers and inverters | 9.78 |
| AOI/OAI and AO/OA | 20.7 |
[worst max path at each step]
stage           start      to  slack, ns  depth (start not counted)
CTS            sel[3]  out[0]      -0.16                          7
global route   sel[0]  out[1]       0.11                          8
finish        inp0[0]  out[0]       0.21                          7
Power figures rest on the tool's default switching activity, not on a simulated workload.
